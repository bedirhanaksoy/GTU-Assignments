File: flow/run.sh
#!/bin/bash
# OpenROAD 26Q1-2900-gdf79404cd8, Yosys 0.63+post, stock flow scripts
make -C /OpenROAD-flow-scripts/flow DESIGN_CONFIG=/design/flow/config.mk WORK_HOME=/design/flow/orfs finish
File: flow/config.mk
export PLATFORM = sky130hd
export DESIGN_NAME = PC_immediate_adder
export DESIGN_NICKNAME = PC_immediate_adder
export VERILOG_FILES = /design/flow/design.v
export SDC_FILE = /design/flow/constraint.sdc
export NUM_CORES = 4
export LEC_CHECK = 1
export CORE_AREA = 10 10 99 99
export DIE_AREA = 0 0 109 109
File: flow/constraint.sdc
current_design PC_immediate_adder

set clk_period 10.0
set clk_io_pct 0.2

create_clock -name clk0 -period $clk_period

set non_clock_inputs [all_inputs -no_clocks]
set_input_delay [expr $clk_period * $clk_io_pct] -clock clk0 $non_clock_inputs
set_output_delay [expr $clk_period * $clk_io_pct] -clock clk0 [all_outputs]
File: flow/design.v
module PC_immediate_adder(input [31:0] shift_left_result, 
								  input [31:0] PC_4_add_result, 
								  output [31:0] PC_shift_left_add_result);
wire cin;
wire cout;
thirty_two_bit_adder adder2(cout, PC_shift_left_add_result[31:0], shift_left_result[31:0], PC_4_add_result[31:0], cin);
endmodule
module four_bit_CLA(output [3:0]r, output P, output G, input [3:0]a, input [3:0]b, input cin);
	wire [2:0]w;
	wire [3:0]p;
	wire [3:0]g;
	wire [3:0]c;  
	one_bit_adder add1(p[0], g[0], r[0], a[0], b[0], cin);
	one_bit_adder add2(p[1], g[1], r[1], a[1], b[1], c[0]);
	one_bit_adder add3(p[2], g[2], r[2], a[2], b[2], c[1]);
	one_bit_adder add4(p[3], g[3], r[3], a[3], b[3], c[2]);
	four_bit_CLL CLL1(c[3:0], p[3:0], g[3:0], cin);
	and and2(w[0], p[3], g[2]);
	and and3(w[1], p[3], p[2], g[1]);
	and and4(w[2], p[3], p[2], p[1], g[0]);
	or	 or1(G, g[3], w[2], w[1], w[0]);
	and and5(P, p[3], p[2], p[1], p[0]);
endmodule
module four_bit_CLL(output [3:0]cout, input [3:0]p, input [3:0]g, input cin);
	wire [3:0]w;
	and and1(w[0], p[0], cin);
	or or1(cout[0], g[0], w[0]);			 
	and and2(w[1], p[1], cout[0]);
	or or2(cout[1], g[1], w[1]);			 
	and and3(w[2], p[2], cout[1]);
	or or3(cout[2], g[2], w[2]);			 
	and and4(w[3], p[3], cout[2]);
	or or4(cout[3], g[3], w[3]);			 
endmodule
module one_bit_adder (output p, output g, output r, input a, input b, input cin);
    wire w1, w2;
    and and1(g, a, b);			 
    or or1(p, a, b);				 
    xor xor1(r, a, b, cin);	 
endmodule
module second_level_CLL(output [7:0]cout, input [7:0]P, input [7:0]G, input cin);
	wire w[7:0];
	and and1(w[0], P[0], cin);
	or or1(cout[0], G[0], w[0]);			 
	and and2(w[1], P[1], cout[0]);
	or or2(cout[1], G[1], w[1]);			 
	and and3(w[2], P[2], cout[1]);
	or or3(cout[2], G[2], w[2]);			 
	and and4(w[3], P[3], cout[2]);
	or or4(cout[3], G[3], w[3]);			 
	and and5(w[4], P[4], cout[3]);
	or or5(cout[4], G[4], w[4]);			 
	and and6(w[5], P[5], cout[4]);
	or or6(cout[5], G[5], w[5]);			 
	and and7(w[6], P[6], cout[5]);
	or or7(cout[6], G[6], w[6]);			 
	and and8(w[7], P[7], cout[6]);
	or or8(cout[7], G[7], w[7]);			 
endmodule
module thirty_two_bit_adder(
output cout, 
output [31:0] R, 
input [31:0] A, 
input [31:0] B, 
input cin);
	wire [7:0]P;
	wire [7:0]G;
	wire [7:0]c;
	four_bit_CLA CLA1(R[3:0], P[0], G[0], A[3:0], B[3:0], cin);
	four_bit_CLA CLA2(R[7:4], P[1], G[1], A[7:4], B[7:4], c[0]);
	four_bit_CLA CLA3(R[11:8], P[2], G[2], A[11:8], B[11:8], c[1]);
	four_bit_CLA CLA4(R[15:12], P[3], G[3], A[15:12], B[15:12], c[2]);
	four_bit_CLA CLA5(R[19:16], P[4], G[4], A[19:16], B[19:16], c[3]);
	four_bit_CLA CLA6(R[23:20], P[5], G[5], A[23:20], B[23:20], c[4]);
	four_bit_CLA CLA7(R[27:24], P[6], G[6], A[27:24], B[27:24], c[5]);
	four_bit_CLA CLA8(R[31:28], P[7], G[7], A[31:28], B[31:28], c[6]);
	second_level_CLL CLL1(c[7:0], P[7:0], G[7:0], cin);
	and and1(cout, c[7], 1);
endmodule
==> results.sh <==
# flow metrics
export IMPL_placed_cells=414
export IMPL_flops=0
export IMPL_core_rowCount=32
export IMPL_vdd_drop_max_uv=22.2
export IMPL_cp_data_required_time_ns=8.00
export IMPL_leakage_nw=1.52
export IMPL_cp_start_kind="input port"
export IMPL_port_buffers=95
export IMPL_drt_total_wl_mm=4.37
export IMPL_synth_seq_share_pct=0
export IMPL_status="finished clean"
export IMPL_wl_per_cell_um=10.6
export IMPL_antenna_found_initial=0
export IMPL_min_period_over_period_pct=76.4
export IMPL_grt_max_degree=4
export IMPL_maxCapViolations=0
export IMPL_drt_pass1_iterations=4
export IMPL_grt_total_usage_pct=7.34
export IMPL_drt_iter0_drc=17
export IMPL_syn_area_per_cell_sq_um=8.43
export IMPL_cts_resized=0
export IMPL_postRouteAntennaNets=0
export IMPL_cp_slowest_cell="clkdlybuf4s50_1"
export IMPL_hold_depth=3
export IMPL_grt_pass1_vias=1658
export IMPL_min_to="PC_shift_left_add_result[31]"
export IMPL_cp_startpoint="shift_left_result[17]"
export IMPL_yosys_area_sq_um=2100
export IMPL_log_warning_count=79
export IMPL_maxSlewHeadroom_pct=58.8
export IMPL_ios=96
export IMPL_gp_congestion=0.752
export IMPL_grt_pass1_wl_mm=7.29
export IMPL_drv_slew=0
export IMPL_worstPathArrival_ns=5.64
export IMPL_fin_area_sq_um=2940
export IMPL_fp_dieW_um=109
export IMPL_seqCellArea_sq_um=0
export IMPL_postPlaceCellArea_sq_um=2940
export IMPL_drive_above_1_share_pct=2.24
export IMPL_yosys_warnings=2
export IMPL_grt_remaining_overflow=0
export IMPL_worst_slew_pin_slew_ns=0.611
export IMPL_area_growth_pct=40.0
export IMPL_diodes=0
export IMPL_cpPeakStageDelay_ns=0.48
export IMPL_hold_violations=0
export IMPL_total_power_mw=0.147
export IMPL_cp_top_family="adder cells"
export IMPL_synth_cell_type_count=27
export IMPL_worst_path_buf_inv=5
export IMPL_ys_cells=249
export IMPL_crit_chain="clkdlybuf4s50_1 > inv_1 > ha_1 > nor2b_1 > o31ai_1 > o21ai_0 > or3_1 > o21ai_2 > o21ai_0 > fa_1 > fa_1 > inv_1 > fa_1 > inv_1 > clkdlybuf4s50_1"
export IMPL_setup_violations=0
export IMPL_min_path_type="in2out"
export IMPL_core_area_sq_um=7730
export IMPL_crit_fanout=3
export IMPL_p_per_area_nw_per_um2=50.0
export IMPL_die_h_um=109
export IMPL_fmax_ghz=0.131
export IMPL_period_needed_ns=7.64
export IMPL_rsz0062_at_grt="no"
export IMPL_cp_end_kind="output pin"
export IMPL_min_from="PC_4_add_result[31]"
export IMPL_drc=0
export IMPL_syn_area_sq_um=2100
export IMPL_cts_hold_buf=0
export IMPL_fp_util_pct=27.2
export IMPL_tns_ns=0
export IMPL_fillCellCount=779
export IMPL_vias=1535
export IMPL_num_clock_buffers=0
export IMPL_fin_cells=414
export IMPL_finish_utilization_pct=38.0
export IMPL_chip_area_sq_um=11900
export IMPL_mi_logic_area_sq_um=1540
export IMPL_avgViaCountPerCell=3.71
export IMPL_crit_type="in2out"
export IMPL_post_dp_hpwl_mm=4.23
export IMPL_cts_setup_buffers=0
export IMPL_postSynthCellCount=249
==> stage by stage <==
step,setup slack (ns),hold WS [ns]
3_5_place_dp,2.30,4.95
2_1_floorplan,3.41,4.16
3_3_place_gp,2.31,4.94
5_1_grt,2.05,4.99
6_report,2.36,4.94
4_1_cts,2.30,4.95
==> worst max-delay path by stage <==
stage                                   to  slack (ns)  cells past startpoint
CTS           PC_shift_left_add_result[26]        2.30                     15
global route  PC_shift_left_add_result[26]        2.05                     15
finish        PC_shift_left_add_result[26]        2.36                     15
==> per-layer routing <==
| layer | global-route usage, % | up-vias | share of wire (%) |
|---|---|---|---|
| met4 | 0 | 0 | 0 |
| li1 | - | 817 | - |
| met3 | 1.91 | 0 | 9.0 |
| met5 | 0 | - | 0 |
| met2 | 13.2 | 46 | 49 |
| met1 | 9.22 | 672 | 42 |
==> cell usage after synthesis <==
cell type / count / area (sq um)
a21oi_1: 10 / 50.1
xor2_1: 6 / 52.6
o31a_1: 1 / 8.76
or4_4: 1 / 11.3
nor4_1: 1 / 6.26
o31ai_2: 1 / 12.5
nand2_1: 1 / 3.75
o2bb2ai_4: 1 / 27.5
buf_4: 32 / 240
ha_1: 54 / 676
nor2_1: 5 / 18.8
or4_1: 2 / 15.0
inv_1: 86 / 323
or3_1: 1 / 6.26
nor2b_1: 1 / 6.26
nand2b_4: 1 / 13.8
xnor2_1: 3 / 26.3
nor3_1: 2 / 10.0
o21ai_2: 1 / 8.76
o21ai_0: 5 / 25.0
o221a_2: 1 / 11.3
conb_1: 1 / 3.75
fa_1: 23 / 460
o21a_1: 1 / 7.51
o31ai_1: 4 / 30.0
o21bai_1: 3 / 22.5
nor4_4: 1 / 21.3
==> kinds of logic after synthesis <==
| family | after synthesis | share of synthesized area, % |
|---|---|---|
| other | 1 | 0.179 |
| buffers and inverters | 118 | 26.8 |
| and+or+nand+nor | 16 | 5.37 |
| xor gates and xnor gates | 9 | 3.76 |
| AOI/OAI and AO/OA | 28 | 9.72 |
| adders and majority gates | 77 | 54.1 |
==> power by group <==
| part | total (mW) | switching [mW] | internal, mW |
|---|---|---|---|
| Sequential | 0 | 0 | 0 |
| Combinational | 0.147 | 0.0506 | 0.0961 |
| Clock | 0 | 0 | 0 |
==> final cells by class <==
class | instances | area share, %
Inverter | 86 | 11.0
Timing Repair Buffer | 95 | 32.4
Multi-Input combinational cell | 131 | 52.3
Tap cell | 102 | 4.35
==> layout by cell type, fill, tap and decap left out, types with 3 or more instances in the layout <==
master / instances
nor2_1: 5
xnor2_1: 3
fa_1: 23
inv_1: 86
o21ai_0: 5
clkdlybuf4s50_1: 95
xor2_1: 6
o31ai_1: 4
a21oi_1: 10
ha_1: 54
o21bai_1: 3
Power and IR drop assume default switching activity.
